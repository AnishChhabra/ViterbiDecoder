<file path="flow/config.mk">
export PLATFORM = sky130hd
export DESIGN_NAME = Pipe_2bit
export DESIGN_NICKNAME = Pipe_2bit
export VERILOG_FILES = /design/flow/design.v
export SDC_FILE = /design/flow/constraint.sdc
export NUM_CORES = 4
export LEC_CHECK = 1
export CORE_UTILIZATION = 40
</file>
<file path="flow/constraint.sdc">
current_design Pipe_2bit

set clk_period 1.0
set clk_io_pct 0.2

create_clock -name clk0 -period $clk_period [get_ports {clk}]

set non_clock_inputs [all_inputs -no_clocks]
set_input_delay [expr $clk_period * $clk_io_pct] -clock clk0 $non_clock_inputs
set_output_delay [expr $clk_period * $clk_io_pct] -clock clk0 [all_outputs]
</file>
<file path="flow/design.v">
`timescale 1ns / 1ps
module Pipe_2bit(
    input [1:0] in,
		input clk,
		input reset,
		output reg [1:0] out
    );
	reg [1:0] o1, o2, o3, o4, o5, o6, o7, o8;
	reg [1:0] o9, o10, o11, o12, o13, o14, o15,o16;
	reg [1:0] o17, o18, o19, o20, o21, o22, o23, o24, o25, o26;
	reg [1:0] o27, o28, o29, o30, o31;
	always @(posedge clk)
	begin
		if(reset)
			o1 = 2'd0;
		else
			o1 = in;
	end
	always @(posedge clk)
	begin
		if(reset)
			o2 = 2'd0;
		else
			o2 = o1;
	end
	always @(posedge clk)
	begin
		if(reset)
			o3 = 2'd0;
		else
			o3 = o2;
	end
	always @(posedge clk)
	begin
		if(reset)
			o4 = 2'd0;
		else
			o4 = o3;
	end
	always @(posedge clk)
	begin
		if(reset)
			o5 = 2'd0;
		else
			o5 = o4;
	end
	always @(posedge clk)
	begin
		if(reset)
			o6 = 2'd0;
		else
			o6 = o5;
	end
	always @(posedge clk)
	begin
		if(reset)
			o7 = 2'd0;
		else
			o7 = o6;
	end
	always @(posedge clk)
	begin
		if(reset)
			o8 = 2'd0;
		else
			o8 = o7;
	end
	always @(posedge clk)
	begin
		if(reset)
			o9 = 2'd0;
		else
			o9 = o8;
	end
	always @(posedge clk)
	begin
		if(reset)
			o10 = 2'd0;
		else
			o10 = o9;
	end
	always @(posedge clk)
	begin
		if(reset)
			o11 = 2'd0;
		else
			o11 = o10;
	end
	always @(posedge clk)
	begin
		if(reset)
			o12 = 2'd0;
		else
			o12 = o11;
	end
	always @(posedge clk)
	begin
		if(reset)
			o13 = 2'd0;
		else
			o13 = o12;
	end
	always @(posedge clk)
	begin
		if(reset)
			o14 = 2'd0;
		else
			o14 = o13;
	end
	always @(posedge clk)
	begin
		if(reset)
			o15 = 2'd0;
		else
			o15 = o14;
	end
	always @(posedge clk)
	begin
		if(reset)
			o16 = 2'd0;
		else
			o16 = o15;
	end
	always @(posedge clk)
	begin
		if(reset)
			o17 = 2'd0;
		else
			o17 = o16;
	end
	always @(posedge clk)
	begin
		if(reset)
			o18 = 2'd0;
		else
			o18 = o17;
	end
	always @(posedge clk)
	begin
		if(reset)
			o19 = 2'd0;
		else
			o19 = o18;
	end
	always @(posedge clk)
	begin
		if(reset)
			o20 = 2'd0;
		else
			o20 = o19;
	end
	always @(posedge clk)
	begin
		if(reset)
			o21 = 2'd0;
		else
			o21 = o20;
	end
	always @(posedge clk)
	begin
		if(reset)
			o22 = 2'd0;
		else
			o22 = o21;
	end
	always @(posedge clk)
	begin
		if(reset)
			o23 = 2'd0;
		else
			o23 = o22;
	end
	always @(posedge clk)
	begin
		if(reset)
			o24 = 2'd0;
		else
			o24 = o23;
	end
	always @(posedge clk)
	begin
		if(reset)
			o25 = 2'd0;
		else
			o25 = o24;
	end
	always @(posedge clk)
	begin
		if(reset)
			o26 = 2'd0;
		else
			o26 = o25;
	end
	always @(posedge clk)
	begin
		if(reset)
			o27 = 2'd0;
		else
			o27 = o26;
	end
	always @(posedge clk)
	begin
		if(reset)
			o28 = 2'd0;
		else
			o28 = o27;
	end
	always @(posedge clk)
	begin
		if(reset)
			o29 = 2'd0;
		else
			o29 = o28;
	end
	always @(posedge clk)
	begin
		if(reset)
			o30 = 2'd0;
		else
			o30 = o29;
	end
	always @(posedge clk)
	begin
		if(reset)
			o31 = 2'd0;
		else
			o31 = o30;
	end
	always @(posedge clk)
	begin
		if(reset)
			out = 2'd0;
		else
			out = o31;
	end
endmodule
</file>
<file path="flow/run.sh">
#!/bin/bash
# OpenROAD 26Q1-2900-gdf79404cd8, Yosys 0.63+post, stock flow scripts
make -C /OpenROAD-flow-scripts/flow DESIGN_CONFIG=/design/flow/config.mk WORK_HOME=/design/flow/orfs finish
</file>
==> ci_impl_report.md <==
### Yosys + OpenROAD results

| Metric | Value |
|---|---|
| Basic Gates by Area | `between 20 and 30%` |
| Via count | `805` |
| Period Utilization, post-route | `90.7%` |
| Post-synthesis sequential area ratio | `66.8%` |
| Min Tclk post-route | `0.907 ns` |
| Total GRT Usage | `8.39%` |
| Slowest stage delay, CP | `0.29 ns` |
| MUX share of area | `0%` |
| Die height | `slightly above 70 µm` |
| Syn avg cell area | `between 10 and 15 µm²` |
| Root Driver | `clkbuf_8` |
| Drt wl/cell | `approximately 9 µm` |
| Arr. time, crit path | `0.71 ns` |
| IO Port Bufs | `5` |
| Initial antenna violation count | `0` |
| Crit path max-delay cell type | `dfxtp_1` |
| Clk buf depth | `2` |
| Hold WS | `0.330 ns` |
| Die footprint | `5080 µm²` |
| Fill count | `a little under 400` |
| TritonRoute pass-1 iters | `2` |
| Main logic family | `simple AND/OR/NAND/NOR gates` |
| RSZ-0062 raised after global routing | `false` |
| Slew HR | `86.2%` |
| GPL Wtd Cong | `0.659` |
| Min-delay worst type | `in -> reg` |
| Pins Over Slew Limit | `0` |
| CTS tree | `yes` |
| Crit path max-delay family | `flip-flops` |
| Count of antenna-violating nets left after detailed routing | `0` |
| Pre-placement core utilization | `42.9%` |
| Critical path startpoint category | `register` |
| Slew @ Worst Pin | `0.207 ns` |
| Worst setup EP type | `primary output` |
| Postcts setup bufs | `0` |
| Vias per cell | `3.97` |
| Cell Area, Synth | `between 1500 and 2000 µm²` |
| Post-Place Cells | `187` |
| Row count | `24` |
| R2R setup slack | `0.45 ns` |
| Area growth, synth to finish | `12.2%` |
| Core area | `4470 µm²` |
| Fmax | `1100 MHz` |
| Post-synth regs | `64` |
| Total grt overflow | `0` |
| First-pass GRT wire length | `3170 µm` |
| Crit path kind | `reg -> out` |
| Post-synth top area cell | `dfxtp_1` |
| Cell area leaders | `dfxtp_1, nor2b_2, buf_6` |
| P_leak | `0.000795 µW` |
| Adder Share, Synth | `0%` |
| Non-filler cells, final | `between 200 and 250` |
| Tool warnings | `25` |
| Yosys Chip Area | `1920 µm²` |
| Top area contributor share | `66.8%` |
| Final Hold Viols | `0` |
| Critical path cell sequence | `buf_2` |
| Synthesized instance count | `135` |
| CP Data Required Time | `0.80 ns` |
| Setup Skew | `0.00509 ns` |
| I/O pins | `6` |
| Setup-failing EPs final | `0` |
| CP bufs+invs | `1` |
| HPWL Detailed | `about 910 µm` |
| Antenna Cells | `0` |
| Final setup TNS | `0 ns` |
| Peak supply drop | `between 0.001 and 0.0015 V` |
| Worst-Skew Late Latency | `0.32 ns` |
| H-tree level count | `3` |
| Final core occ | `48.1%` |
| Layout cells sized above 1 | `51.7%` |
| Largest net degree at the start of global routing | `34` |
| CTS Buf Count | `9` |
| Cell Pwr Density | `between 2000 and 2500 nW/µm²` |
| Setup ws final | `slightly above 0.09 ns` |
| Number of cells in Yosys stat | `135` |
| Clk slew on worst S/H paths | `0.06 ns` |
| Placement Setup Slack | `0.0718 ns` |
| Detailed Route Iter0 Violations | `23` |
| Post-Synth XOR/XNOR Area | `0%` |
| Clock sinks | `64` |
| Vias in the first global route | `729` |
| Status | `finished clean` |
| Cell Type Count | `5` |
| Number of max-cap violations | `0` |
| Synth warn | `1` |
| Compound Share, Synth | `0%` |
| DRC violations left | `0` |
| Final wirelength | `~1800 µm` |
| Crit path max fanout | `1` |
| DIE WIDTH | `71.2 µm` |
-- per-stage QoR --
step / power [µW] / area, µm²
after global routing: 4860 / 2150
after detailed placement: 2720 / 1980
final: 4640 / 2150
after CTS: 4730 / 2150
after floorplan: 2710 / 1920
after global placement: 2720 / 1980
-- worst paths after layout --
path         startpoint     end  cells after the start
min               reset  o24[0]                      3
min reg2reg      o14[1]  o15[1]                      1
max reg2reg       o6[0]   o7[0]                      1
max              out[0]  out[0]                      1
-- cell families (layout without fill, tap and decap cells) --
| kind of cell | count (synthesis) | in the layout |
|---|---|---|
| AND/OR/NAND/NOR | 64 | 64 |
| buffers and inverters | 7 | 23 |
| flip-flops | 64 | 64 |
-- cell type report --
class                      instances  area [µm²]  area share, %
timing repair buffer               7        75.1           3.49
clock buffer                      12         135           6.28
tap                               52        65.1           3.02
clock inverter                     4        45.0           2.09
sequential                        64        1280           59.5
multi-input combinational         64         551           25.6
-- timing repair --
item	in CTS	in global routing
hold buffers	0	0
setup endpoints to repair	2	0
gates resized	6	0
hold endpoints to repair	0	0
-- synthesized netlist by cell type (all sizes together) --
master,instances
buf,7
dfxtp,64
nor2b,64
-- metal layers --
layer	GRT usage, %	wire length, µm	up-vias	share of wire, %
li1	-	-	423	-
met1	12.1	911	365	51
met2	10.8	712	15	40
met3	5.42	148	2	8.3
met4	2.22	20	0	1.1
met5	0	0	-	0
-- report_power, final --
group / internal (µW) / switching, µW / leakage (µW)
Clock: 1140 / 842 / 0.0000941
Sequential: 2560 / 2.04 / 0.000516
Combinational: 34.7 / 61.3 / 0.000184
Total: 3740 / 905 / 0.000795
-- layout by cell type (no fill, tap or decap), drive strengths merged --
master	count
dfxtp	64
bufinv	1
buf	5
clkinv	3
nor2b	64
clkbuf	12
clkdlybuf4s50	2
No activity file was given, so power comes from the tool's default toggle rates.
