--- ./design.v ---
`timescale 1ns / 1ps
module Pipe(
    input in,
    input clk,
    input reset,
    output reg out
    );
	reg o1, o2, o3, o4, o5, o6, o7, o8;
	reg o9, o10, o11, o12, o13, o14, o15,o16;
	reg o17, o18, o19, o20, o21, o22, o23, o24, o25, o26;
	reg o27, o28, o29, o30, o31;
	always @(posedge clk)
	begin
		if(reset)
			o1 = 1'd0;
		else
			o1 = in;
	end
	always @(posedge clk)
	begin
		if(reset)
			o2 = 1'd0;
		else
			o2 = o1;
	end
	always @(posedge clk)
	begin
		if(reset)
			o3 = 1'd0;
		else
			o3 = o2;
	end
	always @(posedge clk)
	begin
		if(reset)
			o4 = 1'd0;
		else
			o4 = o3;
	end
	always @(posedge clk)
	begin
		if(reset)
			o5 = 1'd0;
		else
			o5 = o4;
	end
	always @(posedge clk)
	begin
		if(reset)
			o6 = 1'd0;
		else
			o6 = o5;
	end
	always @(posedge clk)
	begin
		if(reset)
			o7 = 1'd0;
		else
			o7 = o6;
	end
	always @(posedge clk)
	begin
		if(reset)
			o8 = 1'd0;
		else
			o8 = o7;
	end
	always @(posedge clk)
	begin
		if(reset)
			o9 = 1'd0;
		else
			o9 = o8;
	end
	always @(posedge clk)
	begin
		if(reset)
			o10 = 1'd0;
		else
			o10 = o9;
	end
	always @(posedge clk)
	begin
		if(reset)
			o11 = 1'd0;
		else
			o11 = o10;
	end
	always @(posedge clk)
	begin
		if(reset)
			o12 = 1'd0;
		else
			o12 = o11;
	end
	always @(posedge clk)
	begin
		if(reset)
			o13 = 1'd0;
		else
			o13 = o12;
	end
	always @(posedge clk)
	begin
		if(reset)
			o14 = 1'd0;
		else
			o14 = o13;
	end
	always @(posedge clk)
	begin
		if(reset)
			o15 = 1'd0;
		else
			o15 = o14;
	end
	always @(posedge clk)
	begin
		if(reset)
			o16 = 1'd0;
		else
			o16 = o15;
	end
	always @(posedge clk)
	begin
		if(reset)
			o17 = 1'd0;
		else
			o17 = o16;
	end
	always @(posedge clk)
	begin
		if(reset)
			o18 = 1'd0;
		else
			o18 = o17;
	end
	always @(posedge clk)
	begin
		if(reset)
			o19 = 1'd0;
		else
			o19 = o18;
	end
	always @(posedge clk)
	begin
		if(reset)
			o20 = 1'd0;
		else
			o20 = o19;
	end
	always @(posedge clk)
	begin
		if(reset)
			o21 = 1'd0;
		else
			o21 = o20;
	end
	always @(posedge clk)
	begin
		if(reset)
			o22 = 1'd0;
		else
			o22 = o21;
	end
	always @(posedge clk)
	begin
		if(reset)
			o23 = 1'd0;
		else
			o23 = o22;
	end
	always @(posedge clk)
	begin
		if(reset)
			o24 = 1'd0;
		else
			o24 = o23;
	end
	always @(posedge clk)
	begin
		if(reset)
			o25 = 1'd0;
		else
			o25 = o24;
	end
	always @(posedge clk)
	begin
		if(reset)
			o26 = 1'd0;
		else
			o26 = o25;
	end
	always @(posedge clk)
	begin
		if(reset)
			o27 = 1'd0;
		else
			o27 = o26;
	end
	always @(posedge clk)
	begin
		if(reset)
			o28 = 1'd0;
		else
			o28 = o27;
	end
	always @(posedge clk)
	begin
		if(reset)
			o29 = 1'd0;
		else
			o29 = o28;
	end
	always @(posedge clk)
	begin
		if(reset)
			o30 = 1'd0;
		else
			o30 = o29;
	end
	always @(posedge clk)
	begin
		if(reset)
			o31 = 1'd0;
		else
			o31 = o30;
	end
	always @(posedge clk)
	begin
		if(reset)
			out = 1'd0;
		else
			out = o31;
	end
endmodule
--- ./run.sh ---
#!/bin/bash
# OpenROAD 26Q1-2900-gdf79404cd8, Yosys 0.63+post, stock flow scripts
make -C /OpenROAD-flow-scripts/flow DESIGN_CONFIG=/design/flow/config.mk WORK_HOME=/design/flow/orfs finish
--- ./config.mk ---
export PLATFORM = sky130hd
export DESIGN_NAME = Pipe
export DESIGN_NICKNAME = Pipe
export VERILOG_FILES = /design/flow/design.v
export SDC_FILE = /design/flow/constraint.sdc
export NUM_CORES = 4
export LEC_CHECK = 1
export CORE_AREA = 10 10 102 102
export DIE_AREA = 0 0 112 112
--- ./constraint.sdc ---
current_design Pipe

set clk_period 1.0
set clk_io_pct 0.2

create_clock -name clk0 -period $clk_period [get_ports {clk}]

set non_clock_inputs [all_inputs -no_clocks]
set_input_delay [expr $clk_period * $clk_io_pct] -clock clk0 $non_clock_inputs
set_output_delay [expr $clk_period * $clk_io_pct] -clock clk0 [all_outputs]
==> results.py <==
# Flow results
metrics = {
    "clock_tree": {
        "cts.path.max_buffers": 2,
        "clockRootBuffer": "clkbuf_8",
        "clk_latency_ns": 0.28,
        "h-tree-depth": 2,
        "cts_hold_buf": 0,
        "cts_made_buffers": 5,
        "postCtsSetupBuffers": 0,
        "cts_tree": "built",
        "clk_pin_slew_ns": 0.06,
        "clock_sinks": 32,
    },
    "floorplan": {
        "placementRows": 33,
        "chipArea_um2": 12540,
        "ios": 4,
        "design.core.area_um2": 8217,
        "initCoreUtil_pct": 10.51,
        "die_h_um": 112,
        "dieWidth_um": 112,
    },
    "outcome": {
        "status": "finished, final reports clean",
    },
    "power": {
        "p_int_uw": 2032,
        "p_leak_uw": 0.0004068,
        "ir_drop_mv": 1.046,
        "power_density_nw_per_um2": 2230,
        "clockPowerShare_pct": 47.4,
        "p_sw_uw": 473.5,
        "swShare_pct": 18.90,
        "seq_power_share_pct": 51.2,
        "combPwrFrac_pct": 1.4,
    },
    "layout": {
        "fin_cells": 182,
        "syn_to_final_growth_pct": 30.15,
        "num-fill-cells": 901,
        "layout_top_cells": "nor2b_1 (32), dfxtp_1 (32), clkbuf_8 (5)",
        "drive_above_1_share_pct": 14.29,
    },
    "yosys": {
        "syn_area_um2": 863.3,
        "ys_seq_share_pct": 74.20,
        "ys_types": 3,
        "ys_cells": 67,
        "yosys_warnings": 1,
        "syn_inst": 67,
        "ys_ff": 32,
        "avgSynthCellArea_um2": 12.89,
        "ys_chip_area_um2": 863.3,
    },
    "sta": {
        "fin_skew_ns": 0.006953,
        "period_used_pct": 86.92,
        "finalSetupViolCount": 0,
        "worst_pin_slew_ns": 0.1550,
        "min_period_ns": 0.8692,
        "max_slew_margin_pct": 89.67,
        "tns_ns": 0,
        "hold_viol_final": 0,
        "report.final.slew_viol_count": 0,
        "rsz0062_at_grt": "false",
        "max_freq_mhz": 1150,
    },
    "job": {
        "log.warning_count": 25,
        "maxCapViolCount": 0,
    },
    "placed_design": {
        "dp.cells": 174,
        "dp.final_hpwl_um": 612.9,
        "io_buffers": 3,
        "place_congestion": 0.6437,
    },
    "global_route": {
        "grt_pass1_wl_um": 1794,
        "grt_max_degree": 18,
        "grt_usage_pct": 1.747,
        "grt_pass1_vias": 423,
        "grt-ovfl-total": 0,
        "antenna_found_initial": 0,
    },
    "route": {
        "drc": 0,
        "totalWireLength_um": 1019,
        "routed-via-count": 401,
        "drtIter0Drc": 25,
        "dr.pass1.iters": 2,
        "wire_per_inst_um": 5.599,
        "drtAntennaViolNets": 0,
        "n_antenna_cell": 0,
        "viasPerCell": 2.203,
    },
    "setup_path": {
        "cp_num_buf_inv": 1,
        "cp_slowest_cell": "dfxtp_1",
        "reg2reg_setup_slack_ns": 0.48,
        "arrival_ns": 0.67,
        "path_class": "register to output port",
        "end_kind": "output port",
        "max_stage_delay_ns": 0.31,
        "cp.required_ns": 0.80,
        "path_cells": "clkbuf_2",
        "start_kind": "register",
        "cp_max_fo": 1,
        "crit_family": "flip-flops",
    },
    "hold_path": {
        "hp-class": "register to register",
    },
}
## per-stage QoR
stage               cell area, µm²  setup slack, ns  total power [µW]  util [%]  hold slack [ns]
floorplan                    863.3           0.5089              1334         -           0.2716
global placement              1017         -0.07606              1346     12.38           0.4169
finish                        1124           0.1308              2506     13.67           0.4367
global route                  1124          0.08761              2614     13.67           0.4582
detailed placement            1017         -0.08750              1347     12.38           0.4217
CTS                           1129          0.02384              2544     13.74           0.4405
## cell families after synthesis
kind of cell  count (synthesis)  share of synthesized area [%]
buf+inv                       3                          2.609
flops                        32                          74.20
simple gates                 32                          23.19
## cell type report
cell class	instances	area [µm²]	area share [%]
clock inverters	3	42.54	3.786
multi-input cells	32	200.2	17.82
flip-flops and latches	32	640.6	57.02
well taps	105	131.4	11.69
repair buffers	5	40.04	3.563
clock buffers	5	68.82	6.125
## final timing paths
check | from | end | cells after the start
setup / recovery | out | out | 1
hold / removal | o10 | o11 | 1
setup reg to reg | o13 | o14 | 1
hold reg to reg | o10 | o11 | 1
## power groups by stage
stage / registers (µW) / logic [µW] / clock network [µW]
final: 1280 / 35.6 / 1190
after global routing: 1280 / 40.2 / 1290
after CTS: 1280 / 36.4 / 1230
## synth_stat cells, drive strengths merged
cell type	number	share of area, %
dfxtp	32	74
nor2b	32	23
buf	3	2.6
## routing by layer
metal,global-route usage [%],wire length [µm],up-vias
li1,-,-,216
met1,2.276,613,173
met2,2.020,297,8
met3,1.520,90,4
met4,0.5076,19,0
met5,0,0,-
## timing repair
action,4_1_cts,5_1_grt
gates cloned,0,0
pin swaps,0,0
endpoints found under the hold margin,0,0
endpoints found under the setup margin,1,1
resized,2,1
Power is estimated from default activity; no workload was simulated.
